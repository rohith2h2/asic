==> flow/design.v <==
`timescale 1ns / 1ps
module serial_Output(
    input logic en,
    input logic sClk,
    input logic start,
    input logic [39:0] data_In,
    output reg word_Sent,
    output reg data_Out
    );
  reg [5:0] out_Bit;
  reg [39:0] data;
  always @(posedge sClk or posedge start) begin
    if(start) begin
      data = 40'h0000000000;
      data_Out = 1'b0;
      out_Bit = 6'h00;
      word_Sent = 1'b0;
    end
    else begin
      if(en) begin
        data = data_In;
        data_Out = data[out_Bit];
        out_Bit = out_Bit + 1'b1;
        if(out_Bit == 6'h28) begin   
          word_Sent = 1'b1;
          out_Bit = 6'h00;
        end
      end
      else begin
        word_Sent = 1'b0;
      end
    end
  end	
endmodule:serial_Output
==> flow/run.sh <==
#!/bin/bash
# OpenROAD 26Q1-2900-gdf79404cd8, Yosys 0.63+post, stock flow scripts
make -C /OpenROAD-flow-scripts/flow DESIGN_CONFIG=/design/flow/config.mk WORK_HOME=/design/flow/orfs finish
==> flow/config.mk <==
export PLATFORM = sky130hd
export DESIGN_NAME = serial_Output
export DESIGN_NICKNAME = serial_Output
export VERILOG_FILES = /design/flow/design.v
export SDC_FILE = /design/flow/constraint.sdc
export NUM_CORES = 4
export LEC_CHECK = 1
export CORE_AREA = 10 10 80 80
export DIE_AREA = 0 0 90 90
==> flow/constraint.sdc <==
current_design serial_Output

set clk_period 3.1
set clk_io_pct 0.2

create_clock -name clk0 -period $clk_period [get_ports {sClk}]

set non_clock_inputs [all_inputs -no_clocks]
set_input_delay [expr $clk_period * $clk_io_pct] -clock clk0 $non_clock_inputs
set_output_delay [expr $clk_period * $clk_io_pct] -clock clk0 [all_outputs]
==> results.toml <==
# generated from flow reports
[synth]
ys.flops = 8
ys_seq_share_pct = 25.2
yosysWarningCount = 1
syn_inst = 82
synth_cell_types = 33
ys_cells = 82
avgSynthCellArea_um2 = 9.69
ys_chip_area_um2 = 795
yosysTopAreaCellShare_pct = 25.2
syn_area_um2 = 795
area_leaders = "dfrtp_1 25%, mux2i_1 18%, mux4_2 8.5%, nand3_1 3.8%, a22oi_1 3.8%"
top_area_cell = "dfrtp_1"

[sta]
tightest_slew_ns = 0.476
slew_violations = 0
fin_crit_sh_pct = 64.4
slew_headroom_pct = 68.3
setup-tns-final_ns = 0
finalClockSkew_ns = 0.00317
report.final.hold_viol_count = 0
rsz0062_at_grt = "false"
finalSetupViolCount = 0
period_minus_slack_ns = 2.00
fmax_mhz = 501
whs_ns = 0.511

[grt]
grt_pass1_wl_um = 4260
grt_use_total_pct = 6.42
grt_antenna_before_repair = 0
grt_pass1_vias = 812
grt_max_degree = 21
grt-ovfl-total = 0

[final_layout]
nFillCells = 511
final_cell_mix = "44 x clkdlybuf4s50_1, 14 x mux2i_1, 8 x nand2_1, 8 x dfrtp_1, 6 x nand3_1"
regArea_um2 = 200
comb_area_um2 = 529
area_delta_synth_final_pct = 64.4
layout-drive-gt1-share_pct = 8.87
final_common_cell = "clkdlybuf4s50_1"

[placement]
dp_hpwl_um = 2140
numPortBuffers = 44
place.gp.congestion = 0.789

[cts]
cts_sinks = 8
root_buffer = "clkbuf_8"
clock_tree.buffer_depth = 2
post-cts-setup-buffers = 0
clkLatencyLatePin_ns = 0.23
cts_tree = "built"
numCtsBuffers = 3
ctsHoldBuffers = 0
htreeDepth = 1
ctsResizeCount = 0
clk_pin_slew_ns = 0.04

[routing]
met3_length_um = 164
n_antenna_cell = 0
initialDrtViolationCount = 44
vias = 774
maxUsedRoutingLayer = "met4"
drt-met1-wl_um = 1280
first_pass_iters = 5
wl_met2_um = 1140
wl_per_cell_um = 13.6
vias_per_cell = 4.05
finalWirelength_um = 2590
detail-route-antenna-nets = 0
drc = 0

[power_and_ir_drop]
p_leak_nw = 0.508
p_int_mw = 0.514
p_sw_mw = 0.341
power_mw = 0.855
p_seq_share_pct = 30.0
p_sw_share_pct = 39.8
power_frac_comb_pct = 55.3
pwr-share-clk_pct = 14.6
vdd_ir_drop_max_mv = 0.247
power_density_mw_per_mm2 = 654

[floorplanning]
core_mm2 = 0.00472
fp.dieH_um = 90
dieArea_mm2 = 0.00810
ios = 45
fp_util_pct = 16.8
rows = 25
die_w_um = 90

[worst_hold_path]
worstHoldStart = "word_Sent"
hold_end = "word_Sent"
hold_path.class = "reg2reg"
hold-path-cell-count = 1

[worst_setup_path]
reg2reg_depth = 6
path_max_fanout = 1
crit_required_ns = 3.21
slowest_stage = "mux4_2"
endpoint_kind = "flop"
cp_top_family = "multiplexers"
crit_cells = 5
cp_num_buf_inv = 1
r2r-start = "out_Bit[0]"
path_cells = "clkdlybuf4s50_1 > mux4_2 > mux2i_1 > a2111oi_2 > o32a_1"
crit_path_start_kind = "primary input"
slowest_delay_ns = 0.46
cp.arrival_ns = 2.11
r2r-end = "data_Out"
worst-r2r-setup-slack_ns = 1.27
crit_type = "in2reg"

[run]
maxCapViolCount = 0
warnings = 25

[outcome]
outcome = "complete, no violations"
-- sequential cells by signal, summed over array words and instances (netlist names) --
name and cells:
out_Bit 6, word_Sent 1, data_Out 1
-- cell type report --
class                      count  area share [%]
multi-input combinational     67            40.5
clock buffer                   3            3.16
sequential                     8            15.3
inverter                       1           0.287
tap                           67            6.42
timing repair buffer          45            34.3
-- worst register-to-register path, delay by kind of cell, from the launching register on --
family / cells / cell delay, ns
AOI/OAI and AO/OA: 4 / 0.72
buffers and inverters: 1 / 0.32
DFF: 1 / 0.40
muxes: 1 / 0.28
-- worst max-delay path by stage --
| stage | start | to |
|---|---|---|
| after CTS | data_In[15] | data_Out |
| after global routing | data_In[10] | data_Out |
| final | data_In[15] | data_Out |
-- Yosys cell counts --
library cell  number
a211oi_1           1
nor2b_1            4
mux2_2             2
clkbuf_4           1
o32a_1             1
a2111oi_2          1
inv_1              1
nor3_1             1
buf_4              2
ha_1               1
nand3_1            6
a22oi_1            4
a21oi_2            1
clkbuf_8           2
o21ai_1            2
a21o_1             1
o21ai_0            2
o21a_1             1
xnor2_1            2
buf_6              1
mux2_1             1
nor2_1             4
a22o_1             1
mux2i_1           14
a21oi_1            1
dfrtp_1            8
and2_1             1
mux4_2             3
nand4_1            1
nand3b_1           1
o22ai_1            1
nand2_1            8
and3_1             1
-- kinds of logic (layout without fill, tap and decap cells) --
family	Yosys count	count (layout)	share of synthesized area, %
muxes	20	20	30.4
xor gates and xnor gates	2	2	2.21
and+or+nand+nor	27	27	16.5
buffers and inverters	7	49	8.19
adders and majority gates	1	1	1.57
AOI/OAI and AO/OA	17	17	15.9
DFF	8	8	25.2
-- power groups by stage --
stage | combinational (mW) | sequential (mW) | clock, mW
CTS | 0.482 | 0.258 | 0.129
global route | 0.536 | 0.274 | 0.133
finish | 0.473 | 0.257 | 0.125
-- layer usage --
metal  vias to the layer above  track usage, %
met5                         -               0
met4                         0           0.796
met3                         2            2.10
met2                        26            9.26
met1                       351            9.33
li1                        395               -
-- metrics by stage --
| step | utilization [%] | setup slack, ns | instances | area, µm² |
|---|---|---|---|---|
| after global placement | 26.8 | 0.867 | 188 | 1260 |
| after global routing | 27.7 | 1.05 | 191 | 1310 |
| after CTS | 27.7 | 1.09 | 191 | 1310 |
| after floorplan | - | 1.34 | 82 | 795 |
| final | 27.7 | 1.10 | 191 | 1310 |
| after detailed placement | 26.8 | 0.859 | 188 | 1260 |
Power and IR drop assume default switching activity.
